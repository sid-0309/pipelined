==> flow/config.mk <==
export PLATFORM = sky130hd
export DESIGN_NAME = mem
export DESIGN_NICKNAME = mem
export VERILOG_FILES = /design/flow/design.v
export SDC_FILE = /design/flow/constraint.sdc
export NUM_CORES = 4
export LEC_CHECK = 1
export CORE_UTILIZATION = 30
==> flow/constraint.sdc <==
current_design mem

set clk_period 13.2
set clk_io_pct 0.2

create_clock -name clk0 -period $clk_period [get_ports {clk}]

set non_clock_inputs [all_inputs -no_clocks]
set_input_delay [expr $clk_period * $clk_io_pct] -clock clk0 $non_clock_inputs
set_output_delay [expr $clk_period * $clk_io_pct] -clock clk0 [all_outputs]
==> flow/design.v <==
`timescale 1ns / 1ps
module inst_mem(
    input [31:0] pc,
    output [31:0] inst
    );
    reg [7:0] mem[47:0];
    initial begin
    mem[0] = 8'hac;
    mem[1] = 8'h04;
    mem[2] = 8'h00;
    mem[3] = 8'h00;
    mem[4] = 8'h80;
    mem[5] = 8'h62;
    mem[6] = 8'h20;
    mem[7] = 8'h00;
    mem[8] = 8'h80;
    mem[9] = 8'h40;
    mem[10] = 8'h28;
    mem[11] = 8'h00;
    mem[12] = 8'h80;
    mem[13] = 8'h85;
    mem[14] = 8'h30;
    mem[15] = 8'h00;
    mem[16] = 8'h8c;
    mem[17] = 8'h04;
    mem[18] = 8'h00;
    mem[19] = 8'h00;
    mem[20] = 8'h80;
    mem[21] = 8'h80;
    mem[22] = 8'h38;
    mem[23] = 8'h00;
    mem[24] = 8'h80;
    mem[25] = 8'he0;
    mem[26] = 8'h38;    
    end
    assign inst = {mem[pc],mem[pc+1],mem[pc+2],mem[pc+3]};
endmodule
module mem(
    input clk,
    input [31:0] addr,
    input MemRead,
    input MemWrite,
    input [31:0] datain,
    output [31:0] dataout
    );
    reg [7:0] mem[47:0];
    initial begin
    mem[0] = 8'h00;
    mem[1] = 8'h00;
    mem[2] = 8'h00;
    mem[3] = 8'h01;
    mem[0] = 8'h00;
    mem[1] = 8'h00;
    mem[2] = 8'h00;
    mem[3] = 8'h04;
    mem[0] = 8'h00;
    mem[1] = 8'h00;
    mem[2] = 8'h00;
    mem[3] = 8'h07;
    mem[0] = 8'h00;
    mem[1] = 8'h00;
    mem[2] = 8'h00;
    mem[3] = 8'h02;
    mem[0] = 8'h00;
    mem[1] = 8'h00;
    mem[2] = 8'h00;
    mem[3] = 8'h06;
    mem[0] = 8'h00;
    mem[1] = 8'h00;
    mem[2] = 8'h00;
    mem[3] = 8'h03;
    mem[0] = 8'h00;
    mem[1] = 8'h00;
    mem[2] = 8'h00;
    mem[3] = 8'h08;  
    mem[0] = 8'h00;
    mem[1] = 8'h00;
    mem[2] = 8'h00;
    mem[3] = 8'h09; 
    mem[0] = 8'h00;
    mem[1] = 8'h00;
    mem[2] = 8'h00;
    mem[3] = 8'h0a; 
    mem[0] = 8'h00;
    mem[1] = 8'h00;
    mem[2] = 8'h00;
    mem[3] = 8'h05; 
    end
    always @(posedge clk) begin
        if (MemWrite) begin
            mem[addr] <= datain[31:24];
            mem[addr+1] <= datain[23:16];
            mem[addr+2] <= datain[15:8];
            mem[addr+3] <= datain[7:0];
        end
    end
    assign dataout = MemRead ? {mem[addr],mem[addr+1],mem[addr+2],mem[addr+3]} : 32'hxxxxxxxx;
endmodule
module reg_mem(
    input clk,
    input RegWrite,
    input [4:0] ReadReg1,
    input [4:0] ReadReg2,
    input [4:0] WriteReg,
    input [31:0] WriteData,
    output [31:0] ReadData1,
    output [31:0] ReadData2
    );
    reg [31:0] mem[31:0];
    initial begin
    mem[0] = 32'h00000000;
    mem[17] = 32'h0000000a;
    mem[2] = 32'h00000002;
    mem[3] = 32'h00000003;
    mem[4] = 32'h00000004;
    mem[5] = 32'h00000005;
    end
    assign ReadData1 = mem[ReadReg1];
    assign ReadData2 = mem[ReadReg2];
    always @(posedge clk) begin
        if (RegWrite) begin
            mem[WriteReg] <= WriteData;
        end
    end
endmodule
module reg32_cond(
    input clk,
    input cond,
    input [31:0] datain,
    output [31:0] dataout
);
    reg [31:0] reg32_data;
    initial begin
        reg32_data = 32'd0;
    end
    always @(posedge clk) begin
        if (cond) begin
            reg32_data <= datain;
        end
    end
    assign dataout = reg32_data;
endmodule
module reg32(
    input clk,
    input [31:0] datain,
    output [31:0] dataout
);
    reg [31:0] reg32_data;
    initial begin
        reg32_data = 32'd0;
    end
    always @(posedge clk) begin
        reg32_data <= datain;
    end
    assign dataout = reg32_data;
endmodule
==> flow/run.sh <==
#!/bin/bash
# OpenROAD 26Q1-2900-gdf79404cd8, Yosys 0.63+post, stock flow scripts
make -C /OpenROAD-flow-scripts/flow DESIGN_CONFIG=/design/flow/config.mk WORK_HOME=/design/flow/orfs finish
==> results.sh <==
# yosys + openroad results
export IMPL_status="finished clean"
export IMPL_path_common_cell="a21oi_1"
export IMPL_wl_per_cell_um=36.66
export IMPL_ir_worst_vdd_uv=103.0
export IMPL_worst_pin_slew_ps=1244
export IMPL_largest_reg_flops=384
export IMPL_edf_count=384
export IMPL_largest_registers="mem (384)"
export IMPL_num_fill_cells=12500
export IMPL_cts_buffer_depth=3
export IMPL_h_tree_depth=2
export IMPL_fp_util_pct=30.40
export IMPL_die_y_um=359.9
export IMPL_coreArea_um2=126400
export IMPL_place_congestion=1.116
export IMPL_cellLeakagePower_nw=14.61
export IMPL_fin_setup_tns_ps=0
export IMPL_top_register="mem"
export IMPL_top_cell_area_share_pct=30.01
export IMPL_max_cap_violations=0
export IMPL_synthTopCellsByCount="580 x nand2_1, 416 x mux2i_1, 384 x edfxtp_1"
export IMPL_yosys_stat_cells=3772
export IMPL_cp_end_kind="output port"
export IMPL_overflow=0
export IMPL_topCellsByArea="edfxtp_1 30%, mux4_2 20%, mux2i_1 11%"
export IMPL_synth_area_um2=38420
export IMPL_cts_tree="done"
export IMPL_post_route_util_pct=33.46
export IMPL_first_pass_iters=9
export IMPL_most_common_cell="nand2_1"
export IMPL_cts_made_buffers=47
export IMPL_critPathKind="input pin to output port"
export IMPL_num_rows=130
export IMPL_synthToLayoutAreaGrowth_pct=10.06
export IMPL_chip_area_um2=129500
export IMPL_grt_setup_unrepaired="false"
export IMPL_die_w_um=359.9
export IMPL_cts_clk_slew_worst_paths_ps=60
export IMPL_grt_max_degree=72
export IMPL_yosys_area_um2=38420
export IMPL_cts_sinks=384
export IMPL_syn_inst=3772
export IMPL_power_density_nw_per_um2=92.90
export IMPL_yosysTopAreaCell="edfxtp_1"
export IMPL_hp_class="input pin to register"
export IMPL_finalSetupViolCount=0
export IMPL_synth_async_sr_flop_share_pct=0
export IMPL_worstPathArrival_ps=7410
export IMPL_cts_root_buf="clkbuf_16"
export IMPL_synth_main_ff_cell="edfxtp_1"
export IMPL_postCtsHoldBufs=0
export IMPL_synth_cell_types=87
export IMPL_fin_area_um2=42290
export IMPL_drc=0
export IMPL_avgViaCountPerCell=6.471
export IMPL_vias=34630
export IMPL_place_port_buffers=71
export IMPL_grt_pass1_vias=33520
export IMPL_wl_um=196100
export IMPL_max_slew_margin_rel_pct=16.75
export IMPL_placed_area_um2=40770
export IMPL_hold_viol_final=0
export IMPL_ys_seq_share_pct=30.01
export IMPL_ant_nets=0
export IMPL_antenna_found_initial=19
export IMPL_cp_max_fo=68
export IMPL_crit_path_start_kind="input pin"
export IMPL_min_period_over_period_pct=76.12
export IMPL_cts_resized=0
export IMPL_grt_pass1_wl_um=272300
export IMPL_grt_use_total_pct=31.21
export IMPL_comb_area_um2=25220
export IMPL_cts_setup_buffers=0
export IMPL_slew_violations=0
export IMPL_critical_path_cell_chain="buf_6, clkinv_1, ha_4, and2_1, buf_4, nand2_1, a21oi_1, nor4_1, a21oi_1, a311o_1, clkdlybuf4s50_1"
export IMPL_cp_slowest_cell="ha_4"
export IMPL_drive_above_1_share_pct=25.93
export IMPL_period_needed_ps=10050
export IMPL_dp_hpwl_um=141700
export IMPL_drt_iter0_markers=4140
export IMPL_cp_top_family="buffers and inverters"
export IMPL_regArea_um2=11530
export IMPL_ys_seq_elements=384
export IMPL_slowest_delay_ps=760
export IMPL_cp_num_buf_inv=4
export IMPL_max_freq_mhz=99.53
export IMPL_num_io_pins=99
export IMPL_ys_warn_count=1
export IMPL_synth_area_per_cell_um2=10.19
export IMPL_warning_count=56
export IMPL_cp_data_required_time_ps=10560
## cell usage in the layout (no fill, tap or decap), drive strengths merged, types with 15 or more instances in the layout
master,netlist,final
a21oi,132,132
clkbuf,263,56
nor2,238,238
and3,19,19
buf,152,216
o31ai,25,25
clkdlybuf4s50,0,35
and2,17,17
clkinv,2,27
mux2,251,251
nor3,41,41
a32oi,17,17
nor4,15,15
mux2i,416,416
nand2,583,583
nor2b,29,29
nand3,80,80
a211oi,80,80
or3,15,15
nand4,18,18
mux4,334,334
o22ai,95,95
a31oi,28,28
o21ai,325,325
edfxtp,384,384
a21o,58,58
## cell type report
type,count,share of cell area [%]
clock inverters,30,0.5858
inverters,7,0.07397
diodes,7,0.04142
flip-flops and latches,384,27.27
clock buffers,56,2.962
repair buffers,251,4.548
multi-input cells,2966,59.64
well taps,1650,4.882
## routing by layer
| metal | global-route usage, % | vias up | share of wire [%] |
|---|---|---|---|
| met2 | 42.86 | 2588 | 42 |
| met3 | 19.09 | 492 | 16 |
| li1 | - | 14400 | - |
| met4 | 14.65 | 36 | 6.3 |
| met1 | 39.08 | 17110 | 36 |
| met5 | 1.369 | - | 0.21 |
## kinds of logic after synthesis
| group | count (synthesis) | synth area share [%] |
|---|---|---|
| muxes | 1001 | 37.77 |
| buffers and inverters | 422 | 4.745 |
| and+or+nand+nor | 1085 | 12.89 |
| AOI/OAI and AO/OA | 856 | 13.73 |
| DFF | 384 | 30.01 |
| adders and majority gates | 6 | 0.1954 |
| xor gates and xnor gates | 18 | 0.6546 |
## power breakdown
part           internal, W  total [W]  switching (W)
Clock             0.000752    0.00133       0.000578
Combinational     0.000423    0.00115       0.000723
Sequential         0.00140    0.00145      0.0000581
## tightest hold or removal path: stages
cell and delay [ps]:
buf_2 290, nand2_1 130, a31oi_1 70
## worst paths after layout
check / from / to / slack, ps / depth (start not counted)
setup / recovery: addr[1] / dataout[23] / 3150 / 11
hold / removal: datain[30] / mem[40][6] / 2710 / 3
## stage by stage
step | setup slack (ps) | hold WS [ps] | total power (W) | cells
after floorplan | 4713 | 3100 | 0.002096 | 3772
after global placement | 3251 | 3319 | 0.002570 | 5258
after detailed placement | 3299 | 3321 | 0.002575 | 5258
after CTS | 3292 | 2687 | 0.003891 | 5344
after global routing | 3085 | 2752 | 0.004006 | 5347
final | 3153 | 2714 | 0.003928 | 5351
Power is estimated from default activity; no workload was simulated.
