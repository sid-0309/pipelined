File: run.sh
#!/bin/bash
# OpenROAD 26Q1-2900-gdf79404cd8, Yosys 0.63+post, stock flow scripts
make -C /OpenROAD-flow-scripts/flow DESIGN_CONFIG=/design/flow/config.mk WORK_HOME=/design/flow/orfs finish
File: design.v
`timescale 1ns / 1ps
module alu(
    input [31:0] a,
    input [31:0] b,
    input [2:0] c,
    output [31:0] o,
    output z
    );
    wire [31:0]w1;
    wire [31:0]w2;
    wire [31:0]w3;                
    wire [31:0]w4;
    wire [31:0]w5;
    wire z1,z2;
    wire of1,of2;
    and32 and1(a,b,w1);
    add32 add1(a,b,w2,of1);
    or32 or1(a,b,w3);
    sub32 sub1(a,b,w4,of2);
    sll32 sll1(a,b,w5);
    assign z1 = (o==32'd0)?1'b1:1'b0;
    assign z2 = (o>32'd0)?1'b0:1'b1;
    mux32_8 mux_32_8_alu(w1,w3,w2,32'hxxxxxxxx, 32'hxxxxxxxx, w5, w4,w4, {c[2],c[1],c[0]},o);
    mux1_8 mux1_8_alu(z1,z1,z1,1'bx,1'bx,1'bx,z1,z2,c[2:0],z);
endmodule
module sll32(
    input [31:0] a,
    input [31:0] shamt,
    output [31:0] o
);
    assign o = a << shamt;
endmodule
module add32(
    input signed [31:0] a,
    input signed [31:0] b,
    output signed [31:0] o,
   output of
    );
    assign o = a+b;
    assign of = (a[31] == b[31]) & (a[31] != o[31]);
endmodule
module sub32(
    input signed [31:0] a,
    input signed [31:0] b,
    output signed [31:0] o,
   output of
    );
    assign o = a-b;
   assign of = (a[31] != b[31]) & (a[31] != o[31]);
endmodule
module and32(
    input [31:0] a,
    input [31:0] b,
    output [31:0] o
    );
    assign o = a&b;
endmodule
module or32(
    input [31:0] a,
    input [31:0] b,
    output [31:0] o
    );
    assign o = a|b;
endmodule
module sign_extend(
    input [15:0] data,
    output [31:0] exdata
    );
    wire signed [31:0] w1;
    assign w1[31:16] = data;
    assign exdata = w1>>>16;
endmodule 
module mux5_2(input [4:0]in0,input [4:0]in1,input sel,output [4:0]out);
    assign out = sel ? in1 : in0;
endmodule
module mux32_2(input [31:0]in0,input [31:0]in1, input sel, output [31:0] out);
    assign out = sel ? in1 : in0;
endmodule
module mux32_4(input [31:0]in0, input [31:0]in1, input [31:0]in2, input [31:0]in3, input [1:0]sel, output [31:0] out);
    assign out = sel[1] ? (sel[0] ? in3 : in2) : (sel[0]? in1 : in0);
endmodule
module mux32_8(input [31:0]in0, input [31:0]in1, input [31:0]in2, input [31:0]in3, input [31:0]in4, input [31:0]in5, input [31:0]in6, input [31:0]in7,  input [2:0]sel, output [31:0] out);
    assign out = sel[2] ? (sel[1] ? (sel[0] ? in7 : in6) : (sel[0]? in5 : in4)) : (sel[1] ? (sel[0] ? in3 : in2) : (sel[0]? in1 : in0));
endmodule
module mux1_8(input in0, input in1, input in2, input in3, input in4, input in5, input in6, input in7,  input [2:0]sel, output out);
    assign out = sel[2] ? (sel[1] ? (sel[0] ? in7 : in6) : (sel[0]? in5 : in4)) : (sel[1] ? (sel[0] ? in3 : in2) : (sel[0]? in1 : in0));
endmodule
File: config.mk
export PLATFORM = sky130hd
export DESIGN_NAME = alu
export DESIGN_NICKNAME = alu
export VERILOG_FILES = /design/flow/design.v
export SDC_FILE = /design/flow/constraint.sdc
export NUM_CORES = 4
export LEC_CHECK = 1
export CORE_UTILIZATION = 30
File: constraint.sdc
current_design alu

set clk_period 19.4
set clk_io_pct 0.2

create_clock -name clk0 -period $clk_period

set non_clock_inputs [all_inputs -no_clocks]
set_input_delay [expr $clk_period * $clk_io_pct] -clock clk0 $non_clock_inputs
set_output_delay [expr $clk_period * $clk_io_pct] -clock clk0 [all_outputs]
==> flow_summary.toml <==
# synthesis and place-and-route metrics
[place]
dp_hpwl_um = 24800
port_buffers = 100
place_ws_ns = 6.51
gp_congestion = 0.986

[floorplanning]
ios = 100
die_w_um = 157
die_area_um2 = 24500
rows = 56
core_util_floorplan_pct = 30.5
die_h_um = 157
coreArea_um2 = 23500

[drt]
met2WireLength_um = 14000
ant_nets = 0
via_count = 8423
wl_per_cell_um = 22.0
viasPerCell = 5.92
totalWireLength_um = 31300
highest_layer = "met4"
wl_met1_um = 13400
firstDrtPassIters = 5
drc = 0
antennaDiodeCount = 0
drtIter0Drc = 795
wl_met3_um = 2740

[critical_path]
worstPathRequired_ns = 15.52
startpoint_type = "input pin"
critPathSlowestCell = "clkdlybuf4s50_1"
cp-startpoint = "b[4]"
path_max_fanout = 17
path_cells = "clkdlybuf4s50_1 -> inv_1 -> ha_1 -> o211ai_1 -> o21ai_0 -> xnor2_1 -> a211oi_1 -> a31oi_1 -> nor4_1 -> o2111ai_1 -> nor4_1 -> nand4b_1 -> nand4bb_1 -> nor4_2 -> clkdlybuf4s50_1"
worst-setup-path-type = "in -> out"
critPathMaxStageDelay_ns = 0.86
end_kind = "output pin"
cp.arrival_ns = 9.16

[layout]
flop-count = 0
final-seq-area_um2 = 0
clockBufferCount = 0
drive_gt1_share_pct = 5.34
syn_to_final_growth_pct = 16.5

[logic_synthesis]
seq_area_frac_synth_pct = 0
synth_area_um2 = 7170
yosys-stat-area_um2 = 7170
synth-simple-area-share_pct = 20.7
synth.cellmix.compoundShare_pct = 34.2
ys_cells = 1056
xor_share_pct = 1.83
netlist_instances = 1056
adder_share_pct = 17.1
synth_cell_types = 82
topCombFamilyByArea = "AND-OR/OR-AND gates"
avgSynthCellArea_um2 = 6.79
mux_share_pct = 15.9
yosys_warnings = 0

[global_routing]
grt.total_usage_pct = 25.9
antenna_found_initial = 0
overflow = 0
grt_max_degree = 59
grt_pass1_vias = 7913
grt_pass1_wl_um = 47300

[timing]
setup_viol = 0
layout_min_cycle_time_ns = 13.04
tightestPinTransition_ns = 0.893
slew_violations = 0
fin_setup_tns_ns = 0
maxSlewHeadroom_pct = 39.7
rsz0062_at_grt = "false"
finalHoldViolCount = 0
finalWorstSetupSlack_ns = 6.36
fin_crit_sh_pct = 67.2
max_freq_ghz = 0.0767

[hold_path]
hold_end = "o[17]"
hold_depth = 5
hold_path_startpoint = "c[1]"
hold_path_class = "in -> out"

[clock_network]
cts.repair.resized = 0
postCtsSetupBuffers = 0
cts_hold_buf = 0

[flow_run]
drv_cap = 0
warnings = 95

[pwr]
pwr_density_cell_nw_per_um2 = 30.3
vdd_drop_max_mv = 0.0114
p_leak_nw = 3.55

[status]
outcome = "completed"
routing by layer:
| metal | vias to the layer above | global-route usage (%) |
|---|---|---|
| met3 | 59 | 5.22 |
| li1 | 4017 | - |
| met5 | - | 0.828 |
| met2 | 383 | 41.1 |
| met4 | 0 | 7.52 |
| met1 | 3964 | 35.6 |
synthesized netlist by cell type (all sizes together) (9+ instances only):
library cell  instances  area share, %
o21bai               15            1.6
nor2                 71            3.7
buf                  19            1.6
o31ai                14            1.5
o211ai               11            1.2
nor4                 13            1.3
clkbuf               43            2.3
xnor2                14            1.7
nor2b                10           0.87
mux4                 24            7.6
ha                   95             17
nand2                82            4.3
o21ai                76            5.4
a21o                 15            1.6
a31oi                17            1.5
o21a                  9           0.94
a21oi                95            6.6
mux2                 10            1.6
a211oi               25            2.6
nand2b               16            1.4
mux2i                48            6.7
nand3                36            2.5
inv                 123            6.4
o22ai                20            1.7
nor3                 31            2.2
critical path, delay by kind of cell:
family          cells  cell delay, ns
compound gates      5            1.21
buf+inv             3            1.63
xor+xnor            1            0.11
simple gates        5            1.81
fa+ha+maj           1            0.51
worst max path at each step:
| stage | end | slack [ns] | cells past startpoint |
|---|---|---|---|
| finish | z | 6.36 | 15 |
| global route | z | 6.10 | 15 |
| CTS | z | 6.50 | 15 |
placed cells by master, fill, tap and decap left out, types with 16 or more instances in the layout:
cell type,synthesis,layout
a21oi_1,95,95
nand3_1,36,36
nand2_1,82,82
clkdlybuf4s50_1,0,95
o22ai_1,20,20
o21ai_0,71,71
nor3_1,31,31
ha_1,95,95
inv_1,123,123
mux4_2,23,23
nand2b_1,16,16
mux2i_1,48,48
a211oi_1,25,25
a31oi_1,17,17
nor2_1,71,71
cells by family (layout without fill, tap and decap cells):
group / count (synthesis) / count (layout)
and+or+nand+nor: 303 / 303
AOI/OAI and AO/OA: 374 / 374
buffers and inverters: 185 / 234
muxes: 82 / 82
xor gates and xnor gates: 15 / 15
adders and majority gates: 97 / 97
where the power goes:
part / total, mW / internal [mW] / leakage [nW] / switching, mW
logic: 0.253 / 0.104 / 3.55 / 0.149
clock network: 0 / 0 / 0 / 0
registers: 0 / 0 / 0 / 0
per-stage QoR:
| stage | power (mW) | instance area [um2] | utilization (%) | hold WS (ns) | instances |
|---|---|---|---|---|---|
| finish | 0.253 | 8350 | 35.6 | 8.86 | 1424 |
| floorplan | 0.152 | 7170 | - | 7.99 | 1056 |
| detailed placement | 0.247 | 8350 | 35.6 | 8.84 | 1424 |
| global placement | 0.249 | 8350 | 35.6 | 8.83 | 1424 |
| CTS | 0.249 | 8350 | 35.6 | 8.84 | 1424 |
| global route | 0.275 | 8350 | 35.6 | 8.93 | 1424 |
cell type report:
type	instances	area [um2]
inverter	123	462
multi-input combinational	871	6430
tap	319	399
fill	2527	15100
timing repair buffer	111	1060
Power figures rest on the tool's default switching activity, not on a simulated workload.
